==> design.v <==
`timescale 1ns / 1ps
module FSM_topmodule(
    input [1:0] b,
    input rst,
    input clk,
	 output unlock,
	 output [1:7] seg
    );
	 wire [25:0] cntClk;
	 wire b0, b1;
	 wire [2:0] state;
progcnt # (.NBITS(26),.MAX(67108863)) xprogcnt (
.rst(rst),
.en(1),
.clk(clk),
.count(cntClk)
);
Level_to_pulse xL2P_1(
.L(b[0]),
.P(b0),
.rst(rst),
.clk(cntClk[25])
);
Level_to_pulse xL2P_2(
.L(b[1]),
.P(b1),
.rst(rst),
.clk(cntClk[25])
);
lock xLock(
.rst(rst),
.clk(cntClk[25]),
.b0(b0),
.b1(b1),
.state(state),  
.unlock(unlock)
);
bin2reg xbin2seg(
.bin({1'b0,state}),  
.seginvert(seg)
);
endmodule
`timescale 1ns / 1ps
module Level_to_pulse(
    input clk,
    input rst,
	 input L,
    output P
    );
	 reg [1:0] Q;
	 wire [1:0]Qp;
always @ (posedge clk, posedge rst)
if (rst) begin
Q <= 2'b00;
end else begin
Q <= Qp;
end
assign Qp[0] = L & Q[1]| L & ~Q[0];
assign Qp[1] = L & Q[1]| L & Q[0];
assign P = Q[1] & ~Q[0];
endmodule
`timescale 1ns / 1ps
module bin2reg(bin, seginvert);
    input [3:0] bin;
    output  [1:7] seginvert;
	 reg [1:7] seg;
always@(bin)
case(bin)
		0: seg = 7'b1111110;
		1: seg = 7'b0110000;
		2: seg = 7'b1101101;
		3: seg = 7'b1111001;
		4: seg = 7'b0110011;
		5: seg = 7'b1011011;
		6: seg = 7'b1011111;
		7: seg = 7'b1110000;
		8: seg = 7'b1111111;
		9: seg = 7'b1111011;
		10: seg = 7'b1110111;
		11: seg = 7'b0011111;
		12: seg = 7'b1001110;
		13: seg = 7'b0111101;
		14: seg = 7'b1001111;
		15: seg = 7'b1000111;
endcase
assign seginvert = ~seg;
endmodule
`timescale 1ns / 1ps
module lock(
    input clk,
    input rst,
    input b0,
    input b1,
    output unlock,
    output [2:0] state
    );
parameter S_RESET = 0;
parameter S_0 = 1;
parameter S_01 = 2;
parameter S_010 = 3;
parameter S_0101 = 4;
parameter S_01011 = 5;
reg [2:0] state, next_state;
always @ (posedge clk)
state <= next_state;
always @(*)
if (rst) next_state = S_RESET;
else case (state)
S_RESET: 
if (b1) next_state = S_RESET;
else if (b0) next_state = S_0;
else next_state = S_RESET;
S_0:
if (b0) next_state = S_0;
else if (b1) next_state = S_01;
else next_state = S_0;
S_01:
if (b1) next_state = S_RESET;
else if (b0) next_state = S_010;
else next_state = S_01;
S_010:
if (b0) next_state = S_0;
else if (b1) next_state = S_0101;
else next_state = S_010;
S_0101:
if (b0) next_state = S_010;
else if (b1) next_state = S_01011;
else next_state = S_0101;
S_01011:
if (b0) next_state = S_0;
else if (b1) next_state = S_RESET;
else next_state = S_01011;
default: next_state = S_RESET;
endcase
assign unlock = (state==S_01011);
endmodule
`timescale 1ns / 1ps
module progcnt( clk, rst, en, count);
	 parameter NBITS = 4;
	 parameter MAX = 15;
    input clk;
    input rst;
    input en;
    output reg [NBITS-1:0] count;
always @(posedge clk, posedge rst)
  if (rst) begin
     count <= 0;
  end else begin
     if (en)
        if (count == MAX)
           count <= 0;
        else
           count <= count + 1; 
  end
endmodule
==> run.sh <==
#!/bin/bash
# OpenROAD 26Q1-2900-gdf79404cd8, Yosys 0.63+post, stock flow scripts
make -C /OpenROAD-flow-scripts/flow DESIGN_CONFIG=/design/flow/config.mk WORK_HOME=/design/flow/orfs finish
==> config.mk <==
export PLATFORM = sky130hd
export DESIGN_NAME = FSM_topmodule
export DESIGN_NICKNAME = FSM_topmodule
export VERILOG_FILES = /design/flow/design.v
export SDC_FILE = /design/flow/constraint.sdc
export NUM_CORES = 4
export LEC_CHECK = 1
export CORE_AREA = 10 10 110 110
export DIE_AREA = 0 0 120 120
==> constraint.sdc <==
current_design FSM_topmodule

set clk_period 6.3
set clk_io_pct 0.2

create_clock -name clk0 -period $clk_period [get_ports {clk}]

set non_clock_inputs [all_inputs -no_clocks]
set_input_delay [expr $clk_period * $clk_io_pct] -clock clk0 $non_clock_inputs
set_output_delay [expr $clk_period * $clk_io_pct] -clock clk0 [all_outputs]
==> results.yml <==
# flow metrics
status:
  status: "finished, final reports clean"
sta:
  holdWs_ns: 0.480
  unclocked_pins: 14
  tightest_slew_ns: 0.641
  period_needed_ns: 2.11
  fin_crit_sh_pct: 33.6
  untimed_endpoints: 22
  fin_skew_ns: 0.00387
  report.final.slew_viol_count: 0
  setup-violations-final: 0
  fin_setup_tns_ns: 0
  rsz0062_at_grt: "false"
  maxSlewHeadroom_pct: 56.9
  hold_violations: 0
  max_freq_mhz: 473
drt:
  wl_per_cell_um: 9.53
  via_per_inst: 3.95
  postRouteAntennaNets: 0
  wl_um: 3160
  drt-initial-drc-count: 107
  vias: 1306
  insertedDiodeCount: 0
  post-route-drc-count: 0
  dr.pass1.iters: 4
cts:
  cts.path.max_buffers: 2
  clk_latency_ns: 0.26
  post_cts_buffers: 0
  cts_root_buf: "clkbuf_8"
  numCtsBuffers: 3
  cts_hold_buf: 0
  cts_max_level: 1
  clkTransAtPathRegs_ns: 0.08
  post_cts_resized: 0
  cts_tree: "done"
placement:
  globalplace.congestion: 0.783
  placed_area_um2: 2170
  dp_hpwl_um: 2380
  dp_cells: 327
  place.port_buffers: 11
layout:
  final-comb-area_um2: 871
  drive_above_1_share_pct: 8.08
  fin_util_pct: 22.7
  fillCellCount: 1061
  instances_no_fill: 331
  regArea_um2: 951
  areaGrowthSynthToFinish_pct: 17.2
  stdcell_area_um2: 2220
yosys:
  syn_inst: 184
  synth.avg_cell_area_um2: 10.3
  largest_area_cell: "dfrtp_1"
  area_leaders: "dfrtp_1 (40%), dfxtp_1 (11%), xnor2_1 (5.1%)"
  synthDistinctLibCells: 42
  ys_seq_share_pct: 50.2
  numSynthFlops: 40
  ys_cells: 184
  top_cell_area_share_pct: 39.6
  yosys_area_um2: 1890
  synthesis.area_um2: 1890
  yosysWarnings: 5
critical_path:
  critPathLaunchType: "flop"
  crit_chain: "nand4_2, or4_4, nor4_2, buf_4, nor2_1"
  critPathSlowestCell: "or4_4"
  crit_buf_inv: 1
  cp_top_family: "simple AND/OR/NAND/NOR gates"
  cp_data_arrival_time_ns: 2.27
  worstSetupEndpointType: "flop"
  cpPeakStageDelay_ns: 0.61
  crit_type: "reg2reg"
  required_ns: 6.46
  path_max_fanout: 14
floorplanning:
  die_x_um: 120
  chipHeight_um: 120
  fp-row-count: 36
  core_um2: 9770
  fp_util_pct: 19.4
  ioPinCount: 12
  chipArea_um2: 14400
grt:
  grt_max_degree: 31
  grtUsageTotal_pct: 4.69
  antenna_found_initial: 0
  grt_pass1_wl_um: 5910
  grt_pass1_vias: 1294
  grt.overflow.total: 0
job:
  maxCapViolations: 0
  warning_count: 29
power:
  powerDensity_nw_per_um2: 126
  p_leak_nw: 0.947
  ir_drop_v: 0.0000914
worst_hold_path:
  holdCritPathClass: "reg2reg"
## final cells by class
class                   count  share of cell area [%]
clock buffers               4                    2.48
inverters                  14                    2.37
multi-input cells         127                    39.2
flip-flops and latches     40                    42.8
well taps                 133                    7.49
repair buffers             13                    5.63
## state kept, by name (all words and copies together), names as in the netlist
register,flops
xprogcnt.count,26
xL2P_1.Q,2
xbin2seg.seg,7
xL2P_2.Q,2
xLock.state,3
## layout by cell type (no fill, tap or decap), drive strengths merged, types with 7 or more instances in the layout
cell | Yosys | layout
a21oi | 7 | 7
clkdlybuf4s50 | 0 | 11
xnor2 | 11 | 11
dfrtp | 30 | 30
nor2 | 14 | 14
inv | 14 | 14
dfxtp | 10 | 10
nand2 | 13 | 13
xor2 | 7 | 7
nand4 | 9 | 9
## stage by stage
step | total power [mW] | setup slack, ns
global placement | 0.179 | 4.17
floorplan | 0.175 | 4.39
detailed placement | 0.179 | 4.16
global route | 0.292 | 4.03
finish | 0.280 | 4.19
CTS | 0.286 | 4.19
## layer usage
layer	GRT usage, %	up-vias	routed length [µm]
li1	-	674	-
met5	0	-	0
met4	0.302	0	27
met3	1.52	2	190
met2	7.74	20	1390
met1	6.18	610	1540
## cells in the mapped netlist
cell type,number
a21oi_1,7
o221a_2,2
o21ai_0,3
dfxtp_1,10
nand4_2,1
nor4_2,1
o31ai_1,3
or4b_1,1
dfrtp_1,30
nor4_1,2
nor2_1,14
or4_1,4
nand3_1,6
or2_2,2
nand2b_1,2
a22oi_1,1
nand3b_1,1
o22ai_1,1
buf_2,1
xnor2_1,11
a31o_2,1
clkbuf_1,1
ha_1,6
nand2_1,13
nand4_1,8
xor2_1,7
nor4bb_1,1
and3_1,1
and2_1,4
nor3_1,5
mux2i_1,4
o41ai_1,1
buf_6,1
o32a_1,1
o21a_1,2
inv_1,14
a21boi_0,2
or4_4,1
and4_1,1
or3_1,1
mux2_2,2
nor2b_1,4
## cell families after synthesis
logic type,Yosys count,synth area share [%]
DFF,40,50.2
buffers and inverters,17,3.83
AOI/OAI and AO/OA,24,8.78
adders and majority gates,6,3.96
and+or+nand+nor,73,21.6
muxes,6,3.30
xor gates and xnor gates,18,8.32
## where the power goes
group          total, mW  switching, mW  leakage, nW  internal (mW)
clock              0.104         0.0487       0.0288         0.0558
combinational    0.00871        0.00544        0.433        0.00327
sequential         0.167              0        0.486          0.167
total              0.280         0.0541        0.947          0.226
## path summary, 6_finish.rpt
check / start / to / slack, ns / cells after the start
max: xprogcnt.count[5] / xprogcnt.count[11] / 4.19 / 5
min: xprogcnt.count[10] / xprogcnt.count[10] / 0.48 / 1
max reg2reg: xprogcnt.count[5] / xprogcnt.count[11] / 4.19 / 5
min reg2reg: xprogcnt.count[10] / xprogcnt.count[10] / 0.48 / 1
max in group asynchronous: rst / xprogcnt.count[12] / 4.47 / 3
min in group asynchronous: rst / xprogcnt.count[20] / 1.55 / 3
No activity file was given, so power comes from the tool's default toggle rates.
